==> ./design.v <==
module bars(input [9:0] x, input [9:0] y,
	output [9:0] red, output [9:0] green, output [9:0] blue);
reg [2:0] idx;
always @(x)
begin
	if (x < 80) idx <= 3'd0;
	else if (x < 160) idx <= 3'd1;
	else if (x < 240) idx <= 3'd2;
	else if (x < 320) idx <= 3'd3;
	else if (x < 400) idx <= 3'd4;
	else if (x < 480) idx <= 3'd5;
	else if (x < 560) idx <= 3'd6;
	else idx <= 3'd7;
end
assign red = (idx[0]? 10'h3ff: 10'h000);
assign green = (idx[1]? 10'h3ff: 10'h000);
assign blue = (idx[2]? 10'h3ff: 10'h000);
endmodule
==> ./run.sh <==
#!/bin/bash
# OpenROAD 26Q1-2900-gdf79404cd8, Yosys 0.63+post, stock flow scripts
make -C /OpenROAD-flow-scripts/flow DESIGN_CONFIG=/design/flow/config.mk WORK_HOME=/design/flow/orfs finish
==> ./config.mk <==
export PLATFORM = sky130hd
export DESIGN_NAME = bars
export DESIGN_NICKNAME = bars
export VERILOG_FILES = /design/flow/design.v
export SDC_FILE = /design/flow/constraint.sdc
export NUM_CORES = 4
export LEC_CHECK = 1
export CORE_AREA = 10 10 70 70
export DIE_AREA = 0 0 80 80
==> ./constraint.sdc <==
current_design bars

set clk_period 1.7
set clk_io_pct 0.2

create_clock -name clk0 -period $clk_period

set non_clock_inputs [all_inputs -no_clocks]
set_input_delay [expr $clk_period * $clk_io_pct] -clock clk0 $non_clock_inputs
set_output_delay [expr $clk_period * $clk_io_pct] -clock clk0 [all_outputs]
==> flow.log <==
[metrics] run summary
INFO  metric final_antenna_net_count = 0
INFO  metric synth-compound-area-share = 0.147
INFO  metric register_area = 0 sq um
INFO  metric critical_path.max_stage_delay = 0.54 ns
INFO  metric rsz0062_at_grt = true
INFO  metric tool_warnings = 48
INFO  metric wire_per_inst = 12.8 um
INFO  metric fin_tns_setup = -3.13 ns
INFO  metric synth_largest_type_area_fraction = 0.681
INFO  metric xor_area_frac = 0
INFO  metric detail_route.iter0.violations = 6
INFO  metric vdd_drop_max = 137 uV
INFO  metric tightest_slew = 0.195 ns
INFO  metric worstPathCellList = buf_8 -> or4b_4 -> a21oi_4 -> a32oi_2 -> buf_4 -> buf_6 -> buf_6
INFO  metric synth_cell_type_count = 12
INFO  metric critical_path.most_common_cell = sky130_fd_sc_hd__buf_6
INFO  metric fp.dieArea = 6400 sq um
INFO  metric total_gr_overflow = 0
INFO  metric via_per_inst = 3.30
INFO  metric muxShareOfSynthArea = 0
INFO  metric sw_frac_of_total = 0.299
INFO  metric post_synth_most_frequent_cells = sky130_fd_sc_hd__buf_4 (27), sky130_fd_sc_hd__a21oi_1 (2), sky130_fd_sc_hd__nand2_1 (2), sky130_fd_sc_hd__nor2_1 (2), sky130_fd_sc_hd__o21bai_1 (2)
INFO  metric timing_hold_violations_final = 0
INFO  metric net-switching-power = 73.3 uW
INFO  metric maximum_number_of_pins_on_one_net_before_global_route_repair = 6
INFO  metric drv_slew = 0
INFO  metric clockPowerShare = 0
INFO  metric whs = 1.15 ns
INFO  metric status = complete, but fails checks
INFO  metric detail_route.antenna_diodes = 0
INFO  metric f_max = 0.520 GHz
INFO  metric final_layout_size_suffix_gt1_frac = 0.788
INFO  metric route.vias.total = 416
INFO  metric largest_fanout_on_the_critical_path = 4
INFO  metric largest_area_contributor_in_the_synthesized_netlist = sky130_fd_sc_hd__buf_4
INFO  metric timing.final.crit_period = 1.92 ns
INFO  metric path_class = input pin to primary output
INFO  metric pwr-share-comb = 1.000
INFO  metric global_route.usage.total = 0.0425
INFO  metric critPathBufInv = 4
INFO  metric synth_seq_share = 0
INFO  metric die_w = 80 um
INFO  metric num-fill-cells = 359
INFO  metric syn_area = 298 sq um
INFO  metric timing.hold.worst.class = input pin to primary output
INFO  metric worst_path_setup_slack_after_routing = -0.222 ns
INFO  metric grt_first_pass_wirelength = 2180 um
INFO  metric mi_logic_area = 148 sq um
INFO  metric placer_s_final_routability_congestion_estimate = 0.629
INFO  metric critical_path.top_delay_family = simple AND/OR/NAND/NOR gates
INFO  metric post_route_total_power = 245 uW
INFO  metric leakagePower = 0.434 nW
INFO  metric row_count = 21
INFO  metric power-per-cell-area = 286 nW/um^2
INFO  metric timing.critical_path.arrival = 1.58 ns
INFO  metric drtPass1Iterations = 3
INFO  metric topCellsByArea = sky130_fd_sc_hd__buf_4 (68%), sky130_fd_sc_hd__o21bai_1 (5.0%), sky130_fd_sc_hd__maj3_2 (3.8%)
INFO  metric ys_cells = 42
INFO  metric final-setup-viol-count = 20
INFO  metric syn2layout_area_growth = 187%
INFO  metric timing.critical_path.required = 1.36 ns
INFO  metric post-route-period-util = 1.13
INFO  metric drt_wl_total = 1610 um
INFO  metric core_area = 3420 sq um
INFO  metric simple_gate_area_frac = 0.122
INFO  metric die_h = 80 um
INFO  metric seq_power_share = 0
INFO  metric violations_in_the_final_reports = setup timing
INFO  metric top_level_ports = 50
INFO  metric post_synth.cell_area_avg = 7.09 sq um
INFO  metric clkbuf_count = 0
INFO  metric n_sequential_cell = 0
INFO  metric slew_headroom = 0.870
INFO  metric cpMaxStageDelayCell = sky130_fd_sc_hd__or4b_4
INFO  metric yosysMostFrequentCell = sky130_fd_sc_hd__buf_4
INFO  metric max_cap_viol_count = 0
INFO  metric top_logic_kind = buffers and inverters
INFO  metric dpl.hpwl = 906 um
INFO  metric yosys_adder_share = 0.0378
INFO  metric synthesis.instances = 42
INFO  metric port-buffer-count = 36
INFO  metric pre_cts_slack = -0.846 ns
INFO  metric yosysWarningCount = 1
INFO  metric ys_chip_area = 298 sq um
INFO  metric route.detailed.drc = 0
INFO  metric antenna_found_initial = 0
INFO  metric end_kind = primary output
INFO  metric grt_pass1_vias = 436
INFO  metric cp-start-kind = input pin
INFO  metric initial_utilization = 0.0872
INFO  metric cell_internal_pwr = 172 uW
==> worst min-delay path, stage by stage <==
cell and delay, ns:
sky130_fd_sc_hd__clkbuf_2 0.15, sky130_fd_sc_hd__a221o_1 0.19, sky130_fd_sc_hd__buf_2 0.12
==> placed cells by master, fill, tap and decap left out, drive strengths merged <==
cell	instances
nand4	1
buf	53
o21bai	2
a32oi	1
or4b	1
nand2	2
a21oi	2
nor2	2
inv	1
maj3	1
clkbuf	1
dlymetal6s2s	10
nand3	1
a221o	2
==> repair_timing <==
item / 4_1_cts / 5_1_grt
pin swaps: 9 / 5
buffers inserted: 14 / 6
hold buffers: 0 / 0
gates resized: 121 / 23
endpoints found under the setup margin: 30 / 30
cloned: 3 / 0
==> per-stage QoR <==
step | instance area, sq um | cells | util
2_1_floorplan | 298 | 42 | -
3_3_place_gp | 573 | 105 | 0.168
3_5_place_dp | 573 | 105 | 0.168
4_1_cts | 736 | 120 | 0.215
5_1_grt | 856 | 126 | 0.251
6_report | 856 | 126 | 0.251
==> power groups by stage <==
stage         Sequential [mW]  Clock [mW]  Combinational [mW]
global route                0           0               0.265
finish                      0           0               0.245
CTS                         0           0               0.223
==> cells by family after synthesis <==
group	count (synthesis)
buffers and inverters	28
and+or+nand+nor	7
AOI/OAI and AO/OA	6
adders and majority gates	1
==> routing by layer <==
layer	vias to the layer above	global-route usage	routed length, um
li1	196	-	-
met1	199	0.0521	694
met2	21	0.0706	728
met3	0	0.0193	184
met4	0	0	0
met5	-	0	0
==> final cells by class <==
cell class	instances	area share
repair buffers	64	0.750
well taps	46	0.0673
inverters	1	0.0102
multi-input cells	15	0.173
==> worst paths after layout <==
check | start | slack [ns] | cells after the start | to
min | x[9] | 1.15 | 3 | green[7]
max | x[5] | -0.22 | 7 | red[5]
No activity file was given, so power comes from the tool's default toggle rates.
